==> config.mk <==
export PLATFORM = sky130hd
export DESIGN_NAME = DE2_115
export DESIGN_NICKNAME = DE2_115
export VERILOG_FILES = /design/flow/design.v
export SDC_FILE = /design/flow/constraint.sdc
export NUM_CORES = 4
export LEC_CHECK = 1
export CORE_AREA = 10 10 251 251
export DIE_AREA = 0 0 261 261
==> constraint.sdc <==
current_design DE2_115

set clk_period 1.6
set clk_io_pct 0.2

create_clock -name clk0 -period $clk_period [get_ports {CLOCK_50}]

set non_clock_inputs [all_inputs -no_clocks]
set_input_delay [expr $clk_period * $clk_io_pct] -clock clk0 $non_clock_inputs
set_output_delay [expr $clk_period * $clk_io_pct] -clock clk0 [all_outputs]
==> design.v <==
module DE2_115(
	input CLOCK_50,
	input CLOCK2_50,
	input CLOCK3_50,
	input ENETCLK_25,
	input SMA_CLKIN,
	output SMA_CLKOUT,
	output [8:0] LEDG,
	output [17:0] LEDR,
	input [3:0] KEY,
	input [17:0] SW,
	output [6:0] HEX0,
	output [6:0] HEX1,
	output [6:0] HEX2,
	output [6:0] HEX3,
	output [6:0] HEX4,
	output [6:0] HEX5,
	output [6:0] HEX6,
	output [6:0] HEX7,
	output LCD_BLON,
	inout [7:0] LCD_DATA,
	output LCD_EN,
	output LCD_ON,
	output LCD_RS,
	output LCD_RW,
	output UART_CTS,
	input UART_RTS,
	input UART_RXD,
	output UART_TXD,
	inout PS2_CLK,
	inout PS2_DAT,
	inout PS2_CLK2,
	inout PS2_DAT2,
	output SD_CLK,
	inout SD_CMD,
	inout [3:0] SD_DAT,
	input SD_WP_N,
	output [7:0] VGA_B,
	output VGA_BLANK_N,
	output VGA_CLK,
	output [7:0] VGA_G,
	output VGA_HS,
	output [7:0] VGA_R,
	output VGA_SYNC_N,
	output VGA_VS,
	input AUD_ADCDAT,
	inout AUD_ADCLRCK,
	inout AUD_BCLK,
	output AUD_DACDAT,
	inout AUD_DACLRCK,
	output AUD_XCK,
	output EEP_I2C_SCLK,
	inout EEP_I2C_SDAT,
	output I2C_SCLK,
	inout I2C_SDAT,
	output ENET0_GTX_CLK,
	input ENET0_INT_N,
	output ENET0_MDC,
	input ENET0_MDIO,
	output ENET0_RST_N,
	input ENET0_RX_CLK,
	input ENET0_RX_COL,
	input ENET0_RX_CRS,
	input [3:0] ENET0_RX_DATA,
	input ENET0_RX_DV,
	input ENET0_RX_ER,
	input ENET0_TX_CLK,
	output [3:0] ENET0_TX_DATA,
	output ENET0_TX_EN,
	output ENET0_TX_ER,
	input ENET0_LINK100,
	output ENET1_GTX_CLK,
	input ENET1_INT_N,
	output ENET1_MDC,
	input ENET1_MDIO,
	output ENET1_RST_N,
	input ENET1_RX_CLK,
	input ENET1_RX_COL,
	input ENET1_RX_CRS,
	input [3:0] ENET1_RX_DATA,
	input ENET1_RX_DV,
	input ENET1_RX_ER,
	input ENET1_TX_CLK,
	output [3:0] ENET1_TX_DATA,
	output ENET1_TX_EN,
	output ENET1_TX_ER,
	input ENET1_LINK100,
	input TD_CLK27,
	input [7:0] TD_DATA,
	input TD_HS,
	output TD_RESET_N,
	input TD_VS,
	inout [15:0] OTG_DATA,
	output [1:0] OTG_ADDR,
	output OTG_CS_N,
	output OTG_WR_N,
	output OTG_RD_N,
	input OTG_INT,
	output OTG_RST_N,
	input IRDA_RXD,
	output [12:0] DRAM_ADDR,
	output [1:0] DRAM_BA,
	output DRAM_CAS_N,
	output DRAM_CKE,
	output DRAM_CLK,
	output DRAM_CS_N,
	inout [31:0] DRAM_DQ,
	output [3:0] DRAM_DQM,
	output DRAM_RAS_N,
	output DRAM_WE_N,
	output [19:0] SRAM_ADDR,
	output SRAM_CE_N,
	inout [15:0] SRAM_DQ,
	output SRAM_LB_N,
	output SRAM_OE_N,
	output SRAM_UB_N,
	output SRAM_WE_N,
	output [22:0] FL_ADDR,
	output FL_CE_N,
	inout [7:0] FL_DQ,
	output FL_OE_N,
	output FL_RST_N,
	input FL_RY,
	output FL_WE_N,
	output FL_WP_N,
	inout [35:0] GPIO,
	input HSMC_CLKIN_P1,
	input HSMC_CLKIN_P2,
	input HSMC_CLKIN0,
	output HSMC_CLKOUT_P1,
	output HSMC_CLKOUT_P2,
	output HSMC_CLKOUT0,
	inout [3:0] HSMC_D,
	input [16:0] HSMC_RX_D_P,
	output [16:0] HSMC_TX_D_P,
	inout [6:0] EX_IO
);
	logic keydown;
	logic [3:0] random_value;
  wire led_on;
	Debounce deb0(
		.i_in(KEY[0]),
		.i_clk(CLOCK_50),
		.o_neg(keydown)
	);
	Top top0(
		.i_clk(CLOCK_50),
		.i_start(keydown),
		.o_random_out(random_value),
		.o_led_on(led_on)
	);
	SevenHexDecoder seven_dec0(
		.i_hex(random_value),
    .i_on(led_on),
		.o_seven_ten(HEX1),
		.o_seven_one(HEX0)
	);
	assign HEX2 = '1;
	assign HEX3 = '1;
	assign HEX4 = '1;
	assign HEX5 = '1;
	assign HEX6 = '1;
	assign HEX7 = '1;
endmodule
module Debounce(
	input i_in,
	input i_clk,
	output o_debounced,
	output o_neg,
	output o_pos
);
	parameter CNT_N = 7;
	localparam CNT_BIT = $clog2(CNT_N+1);
	logic o_debounced_r, o_debounced_w;
	logic [CNT_BIT-1:0] counter_r, counter_w;
	logic neg_r, neg_w, pos_r, pos_w;
	assign o_debounced = o_debounced_r;
	assign o_pos = pos_r;
	assign o_neg = neg_r;
	always_comb begin
		pos_w = ~o_debounced_r &  o_debounced_w;
		neg_w =  o_debounced_r & ~o_debounced_w;
		if (i_in != o_debounced_r) begin
			counter_w = counter_r - 1;
		end else begin
			counter_w = CNT_N;
		end
		if (counter_r == 0) begin
			o_debounced_w = ~o_debounced_r;
		end else begin
			o_debounced_w = o_debounced_r;
		end
	end
	always_ff @(posedge i_clk) begin
		o_debounced_r <= o_debounced_w;
		counter_r <= counter_w;
		neg_r <= neg_w;
		pos_r <= pos_w;
	end
endmodule
module RngGen(
    input i_clk,
    output [3:0] o_rnd
);
parameter a = 32'd22695477;
parameter b = 32'd1; 
reg [15:0] counter;
reg [31:0] state;
always @(posedge i_clk) begin
    if (counter == 32'd10007) begin
        state <= (a * state + b);
        counter <= 0;
    end
    else 
        counter <= counter + 1;
end
assign o_rnd = state[19:16];
endmodule
module SevenHexDecoder(
	input [3:0] i_hex,
  input i_on,
	output logic [6:0] o_seven_ten,
	output logic [6:0] o_seven_one
);
	parameter D0 = 7'b1000000;
	parameter D1 = 7'b1111001;
	parameter D2 = 7'b0100100;
	parameter D3 = 7'b0110000;
	parameter D4 = 7'b0011001;
	parameter D5 = 7'b0010010;
	parameter D6 = 7'b0000010;
	parameter D7 = 7'b1011000;
	parameter D8 = 7'b0000000;
	parameter D9 = 7'b0010000;
	always_comb begin
    if (i_on) begin
      case(i_hex)
        4'h0: begin o_seven_ten = D0; o_seven_one = D0; end
        4'h1: begin o_seven_ten = D0; o_seven_one = D1; end
        4'h2: begin o_seven_ten = D0; o_seven_one = D2; end
        4'h3: begin o_seven_ten = D0; o_seven_one = D3; end
        4'h4: begin o_seven_ten = D0; o_seven_one = D4; end
        4'h5: begin o_seven_ten = D0; o_seven_one = D5; end
        4'h6: begin o_seven_ten = D0; o_seven_one = D6; end
        4'h7: begin o_seven_ten = D0; o_seven_one = D7; end
        4'h8: begin o_seven_ten = D0; o_seven_one = D8; end
        4'h9: begin o_seven_ten = D0; o_seven_one = D9; end
        4'ha: begin o_seven_ten = D1; o_seven_one = D0; end
        4'hb: begin o_seven_ten = D1; o_seven_one = D1; end
        4'hc: begin o_seven_ten = D1; o_seven_one = D2; end
        4'hd: begin o_seven_ten = D1; o_seven_one = D3; end
        4'he: begin o_seven_ten = D1; o_seven_one = D4; end
        4'hf: begin o_seven_ten = D1; o_seven_one = D5; end
      endcase
    end
    else begin
      o_seven_ten = '1;
      o_seven_one = '1;
    end
	end
endmodule
module Top(
    input i_clk,
    input i_start,
    output [3:0] o_random_out,
    output o_led_on
);
reg [31:0] s_clock;
reg [3:0] cur_number;
reg [3:0] final_number;
reg [3:0] ticks_cnt;
reg [31:0] cur_tick_clocks;
wire [3:0] random;
parameter IDLE = 2'b00;
parameter START = 2'b01;
parameter BLINK = 2'b11;
parameter total_ticks_cnt = 4'd15;
parameter init_tick_clocks = (1 << 23);
wire tick_ended, process_ended;
assign tick_ended = (s_clock == cur_tick_clocks);
assign process_ended = (tick_ended && ticks_cnt == total_ticks_cnt);
reg is_on;
initial begin
  is_on = 1;
end
reg [1:0] cur_state;
RngGen rngGen(
    .i_clk(i_clk),
    .o_rnd(random),
);
always @(posedge i_clk or posedge i_start) begin
    if (i_start == 1) begin 
        cur_state <= START;
        s_clock <= '0;
        ticks_cnt <= '0;
        cur_tick_clocks <= init_tick_clocks;
        is_on <= 1;
    end
    else begin
        s_clock <= s_clock + 1;
        if (cur_state == START) begin
            if (tick_ended) begin
                cur_number <= random;
                ticks_cnt <= ticks_cnt + 1;
                s_clock <= 0;
                cur_tick_clocks <= (cur_tick_clocks >> 3) * 9;
            end 
            if (process_ended) begin
                cur_state <= BLINK;
                final_number <= random;
                s_clock <= 0;
                ticks_cnt <= 6;
                cur_tick_clocks <= (32'd1 << 25);
                is_on <= 1;
            end
        end
        else if (cur_state == BLINK) begin
            if (tick_ended) begin
                is_on <= ~is_on;
                ticks_cnt <= ticks_cnt + 1;
                s_clock <= 0;
            end
            if (process_ended) begin
                cur_state <= IDLE;
            end
        end
    end
end
assign o_random_out = cur_number;
assign o_led_on = is_on;
endmodule
==> run.sh <==
#!/bin/bash
# OpenROAD 26Q1-2900-gdf79404cd8, Yosys 0.63+post, stock flow scripts
make -C /OpenROAD-flow-scripts/flow DESIGN_CONFIG=/design/flow/config.mk WORK_HOME=/design/flow/orfs finish
==> results.py <==
# Flow results
metrics = {
    "placement": {
        "dp.cells": 2289,
        "io_buffer_count": 14,
        "dp_hpwl_mm": 22.3,
        "post-place-ws_ns": -3.46,
        "place_congestion": 0.873,
        "dpl_cell_area_mm2": 0.0150,
    },
    "global_routing": {
        "grt_overflow": 0,
        "grt_start_max_net_pins": 29,
        "grt_pass1_wl_mm": 46.7,
        "antenna_found_initial": 0,
        "grt_pass1_vias": 9626,
        "track_usage": 0.0835,
    },
    "final_timing": {
        "layout_setup_ws_ns": -3.45,
        "untimed_endpoints": 141,
        "max_clock_freq_ghz": 0.198,
        "slew_headroom": 0.547,
        "worst_pin_slew_ns": 0.678,
        "skew_ns": 0.0121,
        "fin_crit_ns": 5.05,
        "post-route-period-util": 3.16,
        "slew_violations": 0,
        "rsz0062_at_grt": "yes",
        "setup_viol": 108,
        "finalHoldViolCount": 0,
    },
    "power_and_ir_drop": {
        "p_per_area_mw_per_mm2": 398,
        "switching_share": 0.217,
        "seqPwrFrac": 0.471,
        "p_clk_frac": 0.512,
        "p_int_w": 0.00543,
        "p_comb_frac": 0.017,
        "leakagePower_nw": 8.19,
        "finalPower_w": 0.00694,
        "p_switching_w": 0.00151,
        "ir_worst_vdd_mv": 0.594,
    },
    "clock_network": {
        "cts_max_path_buffers": 2,
        "ctsHoldBuffers": 0,
        "numCtsBuffers": 17,
        "clk_pin_slew_worst_paths_ns": 0.06,
        "root_buffer": "clkbuf_16",
        "clock.latency.late_pin_ns": 0.42,
        "htreeDepth": 4,
        "numClockSinks": 124,
        "cts_tree": "built",
    },
    "synthesis": {
        "ys_ff": 124,
        "edf_count": 24,
        "syn_area_mm2": 0.0121,
        "yosysWarnings": 196,
        "postSynthSeqShare": 0.254,
        "async_flop_share": 0.573,
        "synth-area-yosys_mm2": 0.0121,
        "synthCells": 1278,
        "synth-main-ff-cell": "dfrtp_1",
        "syn_avg_cell_area_um2": 9.48,
        "synth.distinct_cells": 58,
        "ys_cells": 1278,
    },
    "routing": {
        "ant_nets": 0,
        "vias_per_cell": 3.77,
        "dr.pass1.iters": 4,
        "diodes": 0,
        "vias": 8965,
        "wl_mm": 28.9,
        "wire_per_inst_um": 12.1,
        "drt_first_iter_violations": 226,
        "drcViolationCount": 0,
    },
    "layout": {
        "instances_no_fill": 2375,
        "drive_above_1_share": 0.387,
        "finalInstanceArea_mm2": 0.0175,
        "syn2layout_area_growth_pct": 44.1,
        "utilization": 0.303,
    },
    "critical_path": {
        "cp-start-kind": "register",
        "setup.worst_path.end_class": "register",
        "required_ns": 1.76,
        "crit_fanout": 3,
        "crit_type": "reg -> reg",
        "ff2ff_path_depth": 18,
        "crit_arrival_ns": 5.21,
    },
    "die": {
        "fp.dieH_um": 261,
        "ios": 480,
        "core_area_mm2": 0.0576,
        "die_w_um": 261,
        "rows": 88,
        "fp_util": 0.210,
        "die_area_mm2": 0.0681,
    },
    "job": {
        "warnings": 265,
        "drv_cap": 0,
    },
    "run_status": {
        "violations": "setup timing",
        "status": "finished, violations left",
    },
    "hold_path": {
        "hold_class": "reg -> reg",
        "min_path_cells": 1,
    },
}
==> cell usage after synthesis (3+ instances only) <==
| master | instances | area share |
|---|---|---|
| nor2_1 | 76 | 0.024 |
| xor2_1 | 77 | 0.056 |
| o21bai_1 | 4 | 0.0025 |
| buf_4 | 239 | 0.15 |
| a21o_1 | 13 | 0.0081 |
| nor3b_1 | 4 | 0.0025 |
| a22o_1 | 8 | 0.0058 |
| and4_1 | 3 | 0.0022 |
| and3_1 | 14 | 0.0072 |
| or2_2 | 3 | 0.0015 |
| ha_1 | 165 | 0.17 |
| nand2b_1 | 10 | 0.0052 |
| nand2_1 | 60 | 0.019 |
| a21oi_1 | 28 | 0.012 |
| and2_1 | 8 | 0.0041 |
| or3_1 | 5 | 0.0026 |
| edfxtp_1 | 24 | 0.059 |
| o31ai_1 | 10 | 0.0062 |
| xnor2_1 | 56 | 0.040 |
| a211oi_1 | 10 | 0.0062 |
| a31oi_1 | 8 | 0.0041 |
| fa_1 | 51 | 0.084 |
| clkbuf_1 | 13 | 0.0040 |
| o21ai_0 | 32 | 0.013 |
| nor2b_1 | 6 | 0.0031 |
| inv_1 | 131 | 0.041 |
| dfxtp_1 | 29 | 0.048 |
| o31a_1 | 3 | 0.0022 |
| o21a_1 | 12 | 0.0074 |
| nand3_1 | 28 | 0.012 |
| dfstp_2 | 3 | 0.0065 |
| dfrtp_1 | 68 | 0.14 |
| nor4_1 | 14 | 0.0072 |
| nor3_1 | 12 | 0.0050 |
| nand4_1 | 10 | 0.0052 |
| mux2i_1 | 10 | 0.0083 |
| o41ai_1 | 4 | 0.0029 |
==> area by class of cell <==
type                            count  area, um^2
Fill cell                        5644       40100
Clock buffer                       26         500
Timing Repair Buffer              320        2800
Multi-Input combinational cell   1003        9570
Clock inverter                      6        37.5
Tap cell                          765         957
Sequential cell                   124        3090
Inverter                          131         495
==> worst paths after layout <==
path / start / end / slack, ns
max: top0.rngGen.state[9] / top0.rngGen.state[19] / -3.45
min: deb0.counter_r[0] / deb0.counter_r[0] / 0.38
max reg2reg: top0.rngGen.state[9] / top0.rngGen.state[19] / -3.45
min reg2reg: deb0.counter_r[0] / deb0.counter_r[0] / 0.38
max in group asynchronous: deb0.neg_r / top0.s_clock[6] / 0.68
min in group asynchronous: deb0.neg_r / async pin / 0.40
==> layout by cell type (no fill, tap or decap), types with 11 or more instances in the layout <==
cell,synthesis,routed
a21o_1,13,13
a21oi_1,28,11
and3_1,14,11
buf_4,239,227
buf_6,0,70
clkbuf_16,0,20
conb_1,2,235
dfrtp_1,68,65
dfxtp_1,29,25
edfxtp_1,24,24
fa_1,51,46
ha_1,165,83
ha_4,0,74
inv_1,131,111
inv_2,0,19
nand2_1,60,50
nand3_1,28,26
nor2_1,76,35
nor2_2,0,31
o21ai_1,0,16
xnor2_1,56,46
xor2_1,77,73
==> repair_timing <==
action / CTS / global route
cloned: 2 / 3
gates resized: 177 / 163
pin swaps: 87 / 86
setup buffers: 44 / 25
endpoints found under the setup margin: 118 / 117
==> power groups by stage <==
stage                 sequential, W  combinational [W]  clock [W]
after CTS                   0.00327           0.000139    0.00365
after global routing        0.00327           0.000176    0.00380
final                       0.00327           0.000121    0.00355
==> critical path, cell delays in order, from the launching register on <==
cell and delay, ns:
edfxtp_1 0.44, buf_6 0.15, ha_4 0.26, fa_1 0.43
fa_1 0.58, ha_4 0.15, inv_2 0.03, fa_1 0.48
inv_1 0.05, fa_1 0.48, inv_1 0.05, fa_1 0.49
inv_2 0.05, ha_4 0.27, nand3_2 0.07, a311oi_4 0.26
o31a_1 0.24, mux2i_1 0.21, nand4_1 0.09
==> through the flow <==
stage | hold slack (ns) | TNS [ns]
after floorplan | 0.358 | -102.88
after global placement | 0.366 | -112.49
after detailed placement | 0.372 | -113.08
after CTS | 0.384 | -119.80
after global routing | 0.394 | -130.82
final | 0.382 | -115.68
==> per-layer routing <==
metal,share of wire,vias up,track usage
met1,0.47,4243,0.114
met2,0.47,231,0.138
li1,-,4459,-
met4,0.017,0,0.0116
met5,0,-,0
met3,0.044,32,0.0179
==> logic make-up (layout without fill, tap and decap cells) <==
| family | count (synthesis) | after routing | synth area share |
|---|---|---|---|
| compound gates | 148 | 148 | 0.0827 |
| xor+xnor | 134 | 134 | 0.0980 |
| fa+ha+maj | 216 | 216 | 0.255 |
| buf+inv | 384 | 483 | 0.193 |
| flops | 124 | 124 | 0.254 |
| mux | 14 | 14 | 0.0140 |
| other cells | 2 | 235 | 0.000620 |
| simple gates | 256 | 256 | 0.103 |
==> state kept, by name, indices dropped and copies added, names as in the netlist, named ones only <==
name,count
top0.cur_tick_clocks,32
top0.s_clock,32
top0.rngGen.state,20
top0.rngGen.counter,16
top0.cur_number,4
top0.ticks_cnt,4
deb0.counter_r,3
deb0.neg_r,1
deb0.o_debounced_r,1
top0.cur_state,1
top0.is_on,1
Power is estimated from default activity; no workload was simulated.
